<file path="./run.sh">
#!/bin/bash
# OpenROAD 26Q1-2900-gdf79404cd8, Yosys 0.63+post, stock flow scripts
make -C /OpenROAD-flow-scripts/flow DESIGN_CONFIG=/design/flow/config.mk WORK_HOME=/design/flow/orfs finish
</file>
<file path="./config.mk">
export PLATFORM = sky130hd
export DESIGN_NAME = regfile
export DESIGN_NICKNAME = regfile
export VERILOG_FILES = /design/flow/design.v
export SDC_FILE = /design/flow/constraint.sdc
export NUM_CORES = 4
export LEC_CHECK = 1
export CORE_UTILIZATION = 40
</file>
<file path="./constraint.sdc">
current_design regfile

set clk_period 27.7
set clk_io_pct 0.2

create_clock -name clk0 -period $clk_period [get_ports {clk}]

set non_clock_inputs [all_inputs -no_clocks]
set_input_delay [expr $clk_period * $clk_io_pct] -clock clk0 $non_clock_inputs
set_output_delay [expr $clk_period * $clk_io_pct] -clock clk0 [all_outputs]
</file>
<file path="./design.v">
module regfile #(
    parameter DATA_WIDTH = 32,
    parameter ADDR_WIDTH = 5,
    parameter DEPTH      = 32
) (
    input  logic                  clk,
    input  logic                  rst_n,
    input  logic                  wen,
    input  logic [ADDR_WIDTH-1:0] addr_w,
    input  logic [DATA_WIDTH-1:0] data_w,
    input  logic [ADDR_WIDTH-1:0] addr_r1,
    output logic [DATA_WIDTH-1:0] data_r1,
    input  logic [ADDR_WIDTH-1:0] addr_r2,
    output logic [DATA_WIDTH-1:0] data_r2,
    input  logic [ADDR_WIDTH-1:0] addr_r3,
    output logic [DATA_WIDTH-1:0] data_r3
);
    logic [DEPTH-1:0][DATA_WIDTH-1:0] regs;
    assign data_r1 = (addr_r1 == 0) ? 0 :
                     (wen & (addr_w == addr_r1)) ? data_w : regs[addr_r1];
    assign data_r2 = (addr_r2 == 0) ? 0 :
                     (wen & (addr_w == addr_r2)) ? data_w : regs[addr_r2];
    assign data_r3 = (addr_r3 == 0) ? 0 :
                     (wen & (addr_w == addr_r3)) ? data_w : regs[addr_r3];
    always_ff @(posedge clk) begin
        if (~rst_n) begin
            regs <= '0;
        end
        else if (wen) begin
            regs[addr_w] <= data_w;
        end
    end
endmodule
</file>
==> commit_impl_results.txt <==
Store results of the implementation flow

* Run status: finished, final reports clean
* Largest net degree at the start of global routing: between 100 and 150
* Overall die area: 0.165 mm^2
- Per report_power, the combinational group accounts for between 10% and 20% of the total.
- RSZ-0062 raised after global routing: false
- Counting flops with an async set or reset pin after synthesis yields a share of 0%.
- Mean Syn Cell Area: between 9 and 10 um^2
- The floorplan step set the die height to between 400 and 500 um.
- The initial antenna violation count came to 14.
- Post-synthesis cell count: just over 7000
* Number of remaining DRC errors: 0
- The flow reports that sequential cells draw 40.6% of the design power.
- The power report attributes to the clock group a share of 44.0%.
- Clock Tree Root: sky130_fd_sc_hd__clkbuf_16
* Initial cell density of the core: 40.3%
- The power report puts the leakage power at 23.5 nW.
- The commonest register cell is sky130_fd_sc_hd__dfxtp_1.
* Area added between synthesis and finish: 10.2%
* Critical path class: in2out
- Clock-pin slew on the worst setup and hold paths: approximately 60 ps
* Post-synth EDFFs: 0
- The register with the most flip-flops in the final layout is regs.
- Chip area estimate from yosys synthesis: 0.0654 mm^2
- HP Class: reg2reg
- The report puts the hold buffer count at CTS at 0.
* Global-route usage over all layers: between 30% and 40%
* CTS sink cnt: 1024
- The worst setup path is captured at an output pin.
* Leading registers by flop count: regs x1024
- First-pass detailed-route iteration total: 6
- Per the synthesis report, the number of distinct cell types is between 50 and 60.
- The final hold violation count recorded for this run is 0.
- The data arrival time reported for the critical path is 10270 ps.
- At the pin with the least slew margin, the transition time is around 1300 ps.
* Fin worst setup slack: 11890 ps
- 1st-iter DRT viols: around 5800
- Worst IR Drop VDD: 0.0549 mV
- Worst slew slack as a fraction of its limit: ~11%
- Synthesis warning total: 1
- Per the final layout report, the fraction of cells sized above drive strength 1 comes to 15.7%.
* Main area contributors after synthesis: sky130_fd_sc_hd__dfxtp_1 31%, sky130_fd_sc_hd__mux4_2 17%, sky130_fd_sc_hd__mux2i_1 9.1%
- Looking at the critical path, the highest net fanout was approximately 41.
* Max_cap viols: 0
- Maximum count of clock buffers along a single path: 3
- The final layout report lists a filler cell count of 15347.
* Total number of vias: 61985
* Top cells by count, synth: 1583 x sky130_fd_sc_hd__nand2_1, 1024 x sky130_fd_sc_hd__dfxtp_1, 779 x sky130_fd_sc_hd__a21boi_0, 608 x sky130_fd_sc_hd__clkbuf_1, 597 x sky130_fd_sc_hd__mux2i_1
- Crit. Startpoint: addr_r1[1]
- For this design the total switching power over the nets is around 1.1 mW.
- Counting pins that exceed their max-slew limit in the final report gives 0.
- Summing all non-filler instances in the final layout gives an area of between 0.07 and 0.08 mm^2.
* Fin crit share: a little under three fifths
- Wire length of the first global-routing pass: around 440000 um
- Post-place setup slack: 12140 ps
- Of all cell types, the one taking the most synthesized area is sky130_fd_sc_hd__dfxtp_1.
- For this run, the top clock speed supported by timing is between 60 and 70 MHz.
- After clock tree synthesis, the repair step resized 0 gates.
- CTS added clock buffers totalling roughly 120.
- Hold path startpoint: regs[341]$_SDFFE_PN0P_
* Number of I/O port buffers: roughly 150
- Subtracting the final worst setup slack from the clock period gives 15810 ps.
- The flow reported a cell area power density of 51.2 mW/mm^2.
- In the routed layout, each cell is associated on average with a via count of slightly below 7.
- TritonCTS clock tree: done
- Setup violations, final: 0
- Post-Layout Cell Count: roughly 9100
* Per-cell routed wire length: about 35 um
- The number of warnings reported in the stage logs is 30.
- For the worst setup path, the data required time is between 20000 and 25000 ps.
* Deepest level of the CTS H-tree: 3
* Post-synthesis register bit count: slightly above 1000
* Global placement routability congestion: 1.04
- The wire-length estimate of the detail-placed layout is around 180000 um.
- The worst setup path is launched from an input pin.
- Yosys stat counts about 7200 cells in the synthesized netlist.
* Worst r2r src: regs[482]$_SDFFE_PN0P_
* GRT Residual Overflow: 0
- Post-route setup TNS: 0 ps
* Clock insertion delay at the later pin of the skew report: slightly below 800 ps
- Yosys reports that the leading cell type by area covers between 30 and 40% of the netlist area.
- Switching power as a fraction of the total was reported as just under 30%.
- Cell with the most instances after synthesis: sky130_fd_sc_hd__nand2_1
- Across the routed clock network, the largest skew measured is 0 ps.
- Setup repair bufs after CTS: 0
- Number of global-route vias before repair: around 60000
* Core Region: 0.163 mm^2
* Total wire length after detailed routing: about 310000 um
- Number of flip-flops under the largest register name: between 1000 and 1500
- Per the detailed placement report, the placed cell area equals 0.0681 mm^2.
- The detail route stage leaves a number of antenna-violating nets equal to 0.
* Site Rows: ~150
- Top Ports: 151
- Placed Cells incl. Taps: approximately 9000
- Part of the Yosys area used for sequential elements: around 31%
- The internal portion of the total power is 2.59 mW.
- Before any placement, the netlist area is recorded as 0.0654 mm^2.
- The floorplan step set the die width to approximately 400 um.
path summary, 6_finish.rpt:
path | endpoint | slack [ps] | depth (start not counted)
worst min register to register | regs[341]$_SDFFE_PN0P_ | 480 | 2
worst max-delay path | data_r1[24] | 11890 | 10
worst min-delay path | regs[341]$_SDFFE_PN0P_ | 480 | 2
worst max register to register | regs[482]$_SDFFE_PN0P_ | 26910 | 2
layout make-up:
cell class | count | area, um^2 | share of cell area (%)
multi-input combinational | 5277 | 41600 | 57.7
timing repair buffer | 385 | 3310 | 4.59
inverter | 8 | 32.5 | 0.0451
clock inverter | 51 | 599 | 0.831
tap | 2175 | 2720 | 3.77
clock buffer | 165 | 3330 | 4.62
antenna | 15 | 37.5 | 0.0521
sequential | 1024 | 20500 | 28.4
power groups by stage:
stage | clock network, mW | registers (mW) | logic, mW
CTS | 1.63 | 1.50 | 0.536
global route | 1.69 | 1.50 | 0.569
finish | 1.62 | 1.50 | 0.568
placed cells by master, fill, tap and decap left out, types with 10 or more instances in the layout:
master and count:
sky130_fd_sc_hd__a211o_1 45, sky130_fd_sc_hd__a211oi_1 47, sky130_fd_sc_hd__a21boi_0 779, sky130_fd_sc_hd__a21boi_1 245, sky130_fd_sc_hd__a21oi_1 65, sky130_fd_sc_hd__a221o_1 49
sky130_fd_sc_hd__a221oi_1 253, sky130_fd_sc_hd__a22oi_1 90, sky130_fd_sc_hd__a311oi_1 14, sky130_fd_sc_hd__buf_2 10, sky130_fd_sc_hd__buf_4 235, sky130_fd_sc_hd__bufinv_16 10
sky130_fd_sc_hd__clkbuf_1 26, sky130_fd_sc_hd__clkbuf_16 117, sky130_fd_sc_hd__clkbuf_8 24, sky130_fd_sc_hd__clkdlybuf4s50_1 127, sky130_fd_sc_hd__clkinv_2 27, sky130_fd_sc_hd__dfxtp_1 1024
sky130_fd_sc_hd__diode_2 15, sky130_fd_sc_hd__mux2i_1 597, sky130_fd_sc_hd__mux4_2 505, sky130_fd_sc_hd__nand2_1 1574, sky130_fd_sc_hd__nand3_1 356, sky130_fd_sc_hd__nand4_1 41
sky130_fd_sc_hd__nor2_1 31, sky130_fd_sc_hd__nor2b_1 37, sky130_fd_sc_hd__nor3_1 40, sky130_fd_sc_hd__nor3_2 11, sky130_fd_sc_hd__nor3b_1 33, sky130_fd_sc_hd__o2111a_1 15
sky130_fd_sc_hd__o21ai_0 281, sky130_fd_sc_hd__o21bai_1 17, sky130_fd_sc_hd__o221a_2 17, sky130_fd_sc_hd__or2_2 34, sky130_fd_sc_hd__xnor2_1 12
kinds of logic (layout without fill, tap and decap cells):
| kind of cell | Yosys count | in the layout | share of synthesized area (%) |
|---|---|---|---|
| and+or+nand+nor | 2226 | 2226 | 14.4 |
| AOI/OAI and AO/OA | 1930 | 1930 | 21.8 |
| muxes | 1102 | 1102 | 26.5 |
| DFF | 1024 | 1024 | 31.3 |
| buffers and inverters | 868 | 609 | 5.69 |
| xor gates and xnor gates | 17 | 17 | 0.227 |
| adders and majority gates | 2 | 2 | 0.0382 |
| other | 0 | 15 | 0 |
worst max-delay path, stage by stage:
cell and delay (ps):
sky130_fd_sc_hd__clkbuf_8 450, sky130_fd_sc_hd__buf_4 590, sky130_fd_sc_hd__nor2b_4 420, sky130_fd_sc_hd__buf_4 710, sky130_fd_sc_hd__buf_4 650, sky130_fd_sc_hd__a221oi_1 190, sky130_fd_sc_hd__a22oi_1 200, sky130_fd_sc_hd__o21ai_0 230
sky130_fd_sc_hd__a221o_1 640, sky130_fd_sc_hd__clkdlybuf4s50_1 510
metal layers:
layer / share of wire (%) / routed length, um / track usage [%] / vias to the layer above
li1: - / - / - / 25751
met1: 34 / 108000 / 47.3 / 30195
met5: 0.23 / 734 / 3.21 / -
met2: 40 / 126000 / 52.6 / 4625
met3: 17 / 52600 / 23.6 / 1388
met4: 8.8 / 27900 / 27.1 / 26
stage by stage:
step	total power, mW	hold WS, ps	util, %
6_report	3.69	478	44.3
5_1_grt	3.75	497	44.3
4_1_cts	3.66	479	44.3
3_5_place_dp	2.06	471	41.9
3_3_place_gp	2.06	462	41.9
2_1_floorplan	1.83	448	-
Power is estimated from default activity; no workload was simulated.
