File: /design/flow/config.mk
export PLATFORM = sky130hd
export DESIGN_NAME = vslide_down
export DESIGN_NICKNAME = vslide_down
export VERILOG_FILES = /design/flow/design.v
export SDC_FILE = /design/flow/constraint.sdc
export NUM_CORES = 4
export LEC_CHECK = 1
export CORE_AREA = 10 10 588 588
export DIE_AREA = 0 0 598 598
File: /design/flow/run.sh
#!/bin/bash
# OpenROAD 26Q1-2900-gdf79404cd8, Yosys 0.63+post, stock flow scripts
make -C /OpenROAD-flow-scripts/flow DESIGN_CONFIG=/design/flow/config.mk WORK_HOME=/design/flow/orfs finish
File: /design/flow/constraint.sdc
current_design vslide_down

set clk_period 31.8
set clk_io_pct 0.2

create_clock -name clk0 -period $clk_period

set non_clock_inputs [all_inputs -no_clocks]
set_input_delay [expr $clk_period * $clk_io_pct] -clock clk0 $non_clock_inputs
set_output_delay [expr $clk_period * $clk_io_pct] -clock clk0 [all_outputs]
File: /design/flow/design.v
module vslide_down #(
    parameter DATA_WIDTH = 32,
    parameter VECTOR_LANES = 16
) (
    input  logic [VECTOR_LANES-1:0][DATA_WIDTH-1:0] vsrc,
    input  logic [VECTOR_LANES-1:0][DATA_WIDTH-1:0] vdest,
    input  logic [             4:0]                 shamt,
    output logic [VECTOR_LANES-1:0][DATA_WIDTH-1:0] vec_out
);
    logic [VECTOR_LANES-1:0][DATA_WIDTH-1:0] slide8down;
    logic [VECTOR_LANES-1:0][DATA_WIDTH-1:0] slide4down;
    logic [VECTOR_LANES-1:0][DATA_WIDTH-1:0] slide2down;
    logic [VECTOR_LANES-1:0][DATA_WIDTH-1:0] slide1down;
    logic [VECTOR_LANES-1:0] mask0;
    logic [VECTOR_LANES-1:0] mask1;
    logic [VECTOR_LANES-1:0] mask2;
    logic [VECTOR_LANES-1:0] mask3;
    logic [VECTOR_LANES-1:0] mask4;
    assign slide8down = shamt[3] ? {{8{32'b0}}, vsrc[15:8]      } : vsrc;
    assign slide4down = shamt[2] ? {{4{32'b0}}, slide8down[15:4]} : slide8down;
    assign slide2down = shamt[1] ? {{2{32'b0}}, slide4down[15:2]} : slide4down;
    assign slide1down = shamt[0] ? {{1{32'b0}}, slide2down[15:1]} : slide2down;
    assign mask0 = 16'hffff;
    assign mask1 = shamt[3] ? {8'b0, mask0[15:8]} : mask0;
    assign mask2 = shamt[2] ? {4'b0, mask1[15:4]} : mask1;
    assign mask3 = shamt[1] ? {2'b0, mask2[15:2]} : mask2;
    assign mask4 = shamt[0] ? {1'b0, mask3[15:1]} : mask3;
    for (genvar i = 0; i < VECTOR_LANES; i = i + 1) begin
        assign vec_out[i] = mask4[i] ? slide1down[i] : vdest[i];
    end
endmodule
==> Slide: Implementation Results <==
Synthesis and Place & Route Summary

Finish
  – Share of cells above drive strength 1: 0.0846
  – Seq cells: 0
  – Clkbuf count: 0
  – Post-Layout Inst Area: 0.0432 mm²
  – Final Util: 0.130
  – Area delta synth->final: 89.0%
  – Non-filler cells, final: 8931
  – Fill count: 38405
  – Sequential Area: 0 µm²
  – Combinational Area: 0.0207 mm²

Logic synthesis
  – Cells after Synth: 3209
  – Synth Cell Area: 0.0229 mm²
  – Dominant cell area share: 0.220
  – Distinct cells, synth: 48
  – Yosys warning count: 0
  – Yosys cell count: 3209
  – Synth Seq Share: 0
  – Average size of a mapped cell: 7.13 µm²
  – Synth area leader: mux2i_1
  – Top cells by area: mux2i_1 (22%), o2bb2ai_1 (7.2%), mux4_2 (6.4%)
  – Yosys stat chip area: 0.0229 mm²

Global routing
  – Grt ovf: 0
  – Pin count of the biggest net entering global routing: 113
  – Vias in the first global route: 36014
  – Gr usage total: 0.210
  – First-pass GRT wire length: 475000 µm
  – Initial antenna violation count: 245

Clock tree
  – CTS Hold Bufs: 0
  – Setup Buffers After CTS: 0
  – PostCTS Resize Cnt: 0

Routing
  – Initial DRC count: 4575
  – Via count: 38472
  – WL per Instance: 43.9 µm
  – Vias per inst: 4.31
  – DRC viols: 0
  – DRT Wirelength: 392000 µm
  – Post-route ant nets: 0
  – Drt first pass iters: 6

Place
  – Placed inst area: 0.0430 mm²
  – Detailed Place HPWL: 341000 µm
  – Final Wtd Congestion: 1.02
  – Number of port buffers: 1508
  – Placed cell count: 8843

Power
  – Peak supply drop: 0.00000606 V
  – Sequential share of power: 0
  – NetSw: 516 µW
  – Clock share of power: 0
  – Net Sw Frac: 0.578
  – Lkg Pwr: 15.2 nW
  – P_int: 377 µW
  – PwrDens: 20.7 mW/mm²
  – Logic gate share of total power: 1.000

Die
  – Die height: 598 µm
  – DIE WIDTH: 598 µm
  – Die ar.: 0.358 mm²
  – Cell row count: 212
  – Core Region: 0.333 mm²
  – # IOs: 1541
  – Initial core utilization: 0.0686

Worst setup path
  – Worst EP arrival: 11.64 ns
  – Crit path buffers/inverters: 7
  – CP Capture Type: primary output
  – Crit Path Category: in2out
  – Critical path cell sequence: buf_8, buf_4, buf_4, buf_4, buf_4, buf_4, mux2i_1, mux4_2, mux2i_1, clkdlybuf4s50_1
  – Worst path slowest cell: clkdlybuf4s50_1
  – Max incr delay on CP: 0.92 ns
  – Max FO, Critical Path: 42
  – CP dominant cell by count: buf_4
  – Worst path required time: 25.44 ns
  – Delay-heaviest family, CP: buffers and inverters
  – Startpoint types: input pin

STA
  – Min Clock Period, post-route: 18.00 ns
  – Relative slew slack: 0.310
  – RSZ-0062 raised after global routing: false
  – Setup_tns: 0 ns
  – Final period util: 0.566
  – Final hold violation count: 0
  – Max Slew Vio Count: 0
  – Slew @ Worst Pin: 1.01 ns
  – Final setup violation count: 0
  – Fmax: 55.6 MHz

Worst hold path
  – Tightest Hold Check Type: in2out
  – Worst hold path depth: 4
  – Hold path endpoint: vec_out[132]
  – Hold wc startpoint: shamt[0]

Job
  – Tool warning count: 74
  – Max-Cap Viols: 0

Run status
  – Status: finished, final reports clean
==> synth_stat cells (5+ instances only) <==
cell,number
o211a_1,31
buf_2,132
a31oi_1,64
a211o_1,31
o2bb2ai_1,187
clkbuf_1,205
o21ai_0,100
inv_1,94
buf_6,11
o22ai_1,163
o221ai_1,157
and3_1,31
a221oi_1,27
mux2i_1,502
a22oi_1,65
o211ai_1,64
nand2b_1,6
mux2i_2,10
a221oi_2,5
buf_1,31
a211oi_1,31
a221o_1,98
mux2_2,96
a21oi_1,97
nor3_1,251
nand3_1,94
a22o_1,63
nand2_1,293
buf_4,42
nor2_1,135
mux4_2,65
==> area by class of cell <==
cell class	count	area share
tap	4387	0.127
inverter	98	0.00903
antenna	88	0.00509
multi-input combinational	2690	0.479
timing repair buffer	1668	0.379
==> power groups by stage <==
| stage | clock (mW) | sequential [mW] | combinational (mW) |
|---|---|---|---|
| 4_1_cts | 0 | 0 | 0.899 |
| 5_1_grt | 0.000000192 | 0 | 0.935 |
| 6_report | 0.000000256 | 0 | 0.894 |
==> logic make-up after synthesis <==
kind of cell	after synthesis	synth area share
AND-OR/OR-AND	1190	0.398
buffers and inverters	519	0.103
multiplexers	676	0.339
AND/OR/NAND/NOR	824	0.160
==> layout by cell type (no fill, tap or decap), types with 10 or more instances in the layout <==
master | netlist | layout
a221oi_1 | 27 | 27
mux2i_2 | 10 | 10
a31oi_1 | 64 | 63
o21ai_0 | 100 | 94
a22o_1 | 63 | 63
a221o_1 | 98 | 98
diode_2 | 0 | 88
nor3_1 | 251 | 246
o211a_1 | 31 | 31
nor2_1 | 135 | 133
o2bb2ai_1 | 187 | 187
o22ai_1 | 163 | 163
clkdlybuf4s50_1 | 0 | 1504
nand2_1 | 293 | 291
o211ai_1 | 64 | 64
a22oi_1 | 65 | 65
and3_1 | 31 | 31
buf_4 | 42 | 153
inv_1 | 94 | 94
mux2i_1 | 502 | 502
mux2_2 | 96 | 96
a211oi_1 | 31 | 31
a21oi_1 | 97 | 96
mux4_2 | 65 | 65
a211o_1 | 31 | 31
nand3_1 | 94 | 93
o221ai_1 | 157 | 157
==> layer usage <==
layer  up-vias  wire, µm  global-route usage
li1      15519         -                   -
met1     19260    145000               0.246
met2      2972    177000               0.333
met3       629     51300               0.106
met4        92     18200              0.0720
met5         -       604                   0
==> stage by stage <==
stage | hold WS (ns) | setup slack (ns) | total power, mW
floorplan | 12.77 | 17.75 | 0.270
global placement | 13.61 | 13.78 | 0.899
detailed placement | 13.61 | 13.83 | 0.894
CTS | 13.61 | 13.83 | 0.899
global route | 13.61 | 13.58 | 0.935
finish | 13.58 | 13.80 | 0.894
==> tightest hold or removal path, cell delays in order <==
cell and delay (ns):
buf_8 0.19, o211ai_1 0.14, o211ai_1 0.10, clkdlybuf4s50_1 0.41
==> worst max-delay path by stage <==
stage	start	slack, ns	cells after the start	endpoint
CTS	shamt[3]	13.83	10	vec_out[21]
finish	shamt[3]	13.80	10	vec_out[20]
global route	shamt[3]	13.58	10	vec_out[20]
Power and IR drop assume default switching activity.
