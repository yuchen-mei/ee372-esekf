<file path="flow/run.sh">
#!/bin/bash
# OpenROAD 26Q1-2900-gdf79404cd8, Yosys 0.63+post, stock flow scripts
make -C /OpenROAD-flow-scripts/flow DESIGN_CONFIG=/design/flow/config.mk WORK_HOME=/design/flow/orfs finish
</file>
<file path="flow/config.mk">
export PLATFORM = sky130hd
export DESIGN_NAME = vslide_up
export DESIGN_NICKNAME = vslide_up
export VERILOG_FILES = /design/flow/design.v
export SDC_FILE = /design/flow/constraint.sdc
export NUM_CORES = 4
export LEC_CHECK = 1
export CORE_AREA = 10 10 588 588
export DIE_AREA = 0 0 598 598
</file>
<file path="flow/constraint.sdc">
current_design vslide_up

set clk_period 18.0
set clk_io_pct 0.2

create_clock -name clk0 -period $clk_period

set non_clock_inputs [all_inputs -no_clocks]
set_input_delay [expr $clk_period * $clk_io_pct] -clock clk0 $non_clock_inputs
set_output_delay [expr $clk_period * $clk_io_pct] -clock clk0 [all_outputs]
</file>
<file path="flow/design.v">
module vslide_up #(
    parameter DATA_WIDTH = 32,
    parameter VECTOR_LANES = 16
) (
    input  logic [VECTOR_LANES-1:0][DATA_WIDTH-1:0] vsrc,
    input  logic [VECTOR_LANES-1:0][DATA_WIDTH-1:0] vdest,
    input  logic [             4:0]                 shamt,
    output logic [VECTOR_LANES-1:0][DATA_WIDTH-1:0] vec_out
);
    logic [VECTOR_LANES-1:0][DATA_WIDTH-1:0] slide8up;
    logic [VECTOR_LANES-1:0][DATA_WIDTH-1:0] slide4up;
    logic [VECTOR_LANES-1:0][DATA_WIDTH-1:0] slide2up;
    logic [VECTOR_LANES-1:0][DATA_WIDTH-1:0] slide1up;
    logic [VECTOR_LANES-1:0] mask0;
    logic [VECTOR_LANES-1:0] mask1;
    logic [VECTOR_LANES-1:0] mask2;
    logic [VECTOR_LANES-1:0] mask3;
    logic [VECTOR_LANES-1:0] mask4;
    assign slide8up = shamt[3] ? {vsrc[7:0],      {8{32'b0}}} : vsrc;
    assign slide4up = shamt[2] ? {slide8up[11:0], {4{32'b0}}} : slide8up;
    assign slide2up = shamt[1] ? {slide4up[13:0], {2{32'b0}}} : slide4up;
    assign slide1up = shamt[0] ? {slide2up[14:0], {1{32'b0}}} : slide2up;
    assign mask0 = 16'hffff;
    assign mask1 = shamt[3] ? {mask0[7:0],  8'b0} : mask0;
    assign mask2 = shamt[2] ? {mask1[11:0], 4'b0} : mask1;
    assign mask3 = shamt[1] ? {mask2[13:0], 2'b0} : mask2;
    assign mask4 = shamt[0] ? {mask3[14:0], 1'b0} : mask3;
    for (genvar i = 0; i < VECTOR_LANES; i = i + 1) begin
        assign vec_out[i] = mask4[i] ? slide1up[i] : vdest[i];
    end
endmodule
</file>
==> metrics.csv <==
stage;metric;value;unit
min_path;min-delay-start;shamt[0];
power_and_ir_drop;power.share.sequential;0;%
global_route;grt_max_degree;95;
clock_tree;cts-hold-fix-buffers;0;
critical_path;cp_slowest_cell;clkdlybuf4s50_1;
critical_path;worstPathRequired;14.40;ns
sta;fmax;0.08440;GHz
floorplan;num_rows;212;
routing;avgRoutedWirePerCell;40.88;um
logic_synthesis;ys_top_cells_by_area;mux2i_1, mux4_2, nand2_1;
global_route;grt_pass1_vias;35910;
power_and_ir_drop;fin_total_pwr;0.001508;W
sta;finalSetupTns;0;ns
min_path;whs_path_depth;4;
place;pre_cts_ws;6.209;ns
logic_synthesis;largest_area_cell;mux2i_1;
sta;hold_slack;8.100;ns
power_and_ir_drop;power_density;34.27;mW/mm^2
logic_synthesis;synth_area_per_cell;7.023;sq um
place;port_buffers;1508;
sta;setup_ws;6.152;ns
floorplan;ioPinCount;1541;
place;place_congestion;0.9860;
floorplan;fp-utilization;7.176;%
power_and_ir_drop;leakage;14.97;nW
critical_path;path_max_fanout;81;
layout;seq_area;0;sq um
routing;drt_wl_total;372.5;mm
routing;drc;0;
logic_synthesis;ys_types;52;
power_and_ir_drop;power_switching;0.0008381;W
layout;areaGrowthSynthToFinish;84.04;%
global_route;overflow;0;
routing;drtIter0Drc;4728;
clock_tree;cts_setup_buffers;0;
floorplan;die_x;598;um
sta;post-route-min-period;11.85;ns
layout;drive_above_1_share;9.181;%
global_route;grt_first_pass_wirelength;455.1;mm
sta;finalHoldViolCount;0;
sta;rsz0062_at_grt;no;
layout;fin_util;13.21;%
critical_path;worstSetupPathType;in -> out;
power_and_ir_drop;switching_share;55.58;%
sta;maxSlewHeadroom;28.76;%
logic_synthesis;synthCells;3404;
power_and_ir_drop;clockPowerShare;0;%
sta;setup_viol;0;
logic_synthesis;top_cell;mux2i_1;
global_route;antenna_found_initial;255;
critical_path;critical-path-max-stage-delay;0.72;ns
power_and_ir_drop;vdd_drop_max;16.95;uV
flow_run;warnings;66;
critical_path;worst_ep_arrival_time;8.25;ns
place;dp_hpwl;324.0;mm
logic_synthesis;top_cells_by_count;mux2i_1, nand2_1, o21ai_0, nor2_1, clkbuf_1;
flow_run;max_cap_violations;0;
critical_path;crit_chain;buf_8 > buf_4 > buf_4 > buf_4 > buf_4 > o21ai_0 > o22ai_1 > clkdlybuf4s50_1;
logic_synthesis;top_area_share;18.76;%
sta;worst_slew_pin_slew;1.039;ns
floorplan;die_h;598;um
critical_path;start_kind;input pin;
routing;num_vias;38050;
logic_synthesis;ys_seq_share;0;%
routing;postRouteAntennaNets;0;
min_path;min_path_type;in -> out;
routing;viasPerCell;4.175;
sta;finalClockPeriodUsage;65.82;%
run_status;status;completed;
power_and_ir_drop;p_int;0.0006697;W
critical_path;path_common_cell;buf_4;
logic_synthesis;syn-cell-area;0.02391;sq mm
global_route;grt_use_total;20.06;%
logic_synthesis;yosysWarnings;0;
logic_synthesis;ys_cells;3404;
floorplan;die_area;0.3576;sq mm
floorplan;design.core.area;0.3332;sq mm
sta;slew_violations;0;
layout;seq_cells;0;
routing;drtPass1Iterations;6;
critical_path;end_kind;output port;
min_path;worstHoldEndpoint;vec_out[182];
clock_tree;post_cts_resized;0;
layout;n_clock_buffer;0;
power_and_ir_drop;power_frac_comb;100.0;%
logic_synthesis;yosys_area;0.02391;sq mm
-- placed cells by master, fill, tap and decap left out, types with 30 or more instances in the layout --
cell	count
nor2b_1	56
a211oi_1	33
mux2_4	32
mux2i_1	448
nand2_1	378
o211ai_1	126
buf_4	130
inv_1	33
nor3_1	128
nor4_1	31
clkdlybuf4s50_1	1504
o31a_1	31
and3_1	31
nor2_1	223
diode_2	86
mux4_2	128
nand3_1	188
mux2_2	96
o21ai_0	258
a22o_1	32
a21oi_1	159
a221o_1	36
or3_1	32
and2_1	61
a221oi_1	32
o22ai_1	99
o2bb2ai_1	158
o221ai_1	34
o31ai_1	30
nand3b_1	31
-- kinds of logic (layout without fill, tap and decap cells) --
family                 Yosys count  count (layout)  share of synthesized area, %
AOI/OAI and AO/OA             1065            1065                         30.27
buffers and inverters          445            1681                         9.023
muxes                          705             705                         37.39
other                            0              86                             0
and+or+nand+nor               1189            1189                         23.31
-- worst max-delay path: cells and delay by family --
family	cells	cell delay, ns
compound gates	2	1.03
buf+inv	6	3.33
-- through the flow --
step	instance area [sq um]	std cells
after CTS	43780	9027
after global placement	43780	9027
after detailed placement	43780	9027
after global routing	43890	9070
final	44000	9113
after floorplan	23910	3404
-- area by class of cell --
cell class	count	area, sq um
multi-input combinational	2959	21910
timing repair buffer	1644	16210
tap	4387	5489
fill	38420	289200
antenna	86	215.2
inverter	37	168.9
-- how the worst max path moves through the flow --
stage | from | end | slack, ns | cells past startpoint
6_report | shamt[0] | vec_out[457] | 6.15 | 8
5_1_grt | shamt[0] | vec_out[457] | 6.04 | 8
4_1_cts | shamt[3] | vec_out[441] | 6.21 | 9
-- metal layers --
layer / track usage [%] / wire, um
met1: 23.17 / 135600
met2: 31.55 / 168400
met3: 10.71 / 50960
met4: 7.069 / 16790
met5: 0 / 749
-- power groups by stage --
| stage | Clock, W | Combinational, W | Sequential [W] |
|---|---|---|---|
| 4_1_cts | 0 | 0.00152 | 0 |
| 5_1_grt | 0.000000000330 | 0.00159 | 0 |
| 6_report | 0.000000000390 | 0.00151 | 0 |
Power is estimated from default activity; no workload was simulated.
