===== flow/design.v =====
module wishbone_ctl #(
    parameter DATAPATH = 256
) (
    input  logic                wb_clk_i,
    input  logic                wb_rst_i,
    input  logic                wbs_stb_i,
    input  logic                wbs_cyc_i,
    input  logic                wbs_we_i,
    input  logic          [3:0] wbs_sel_i,
    input  logic         [31:0] wbs_dat_i,
    input  logic         [31:0] wbs_adr_i,
    output logic                wbs_ack_o,
    output logic         [31:0] wbs_dat_o,
    output logic                wbs_debug,
    output logic                wbs_fsm_start,
    input  logic                wbs_fsm_done,
    output logic                wbs_mem_we,
    output logic                wbs_mem_re,
    output logic         [11:0] wbs_mem_addr,
    output logic [DATAPATH-1:0] wbs_mem_wdata,
    input  logic [DATAPATH-1:0] wbs_mem_rdata
);
    localparam WBS_DEBUG_ADDR     = 32'h30000000;
    localparam WBS_FSM_START_ADDR = 32'h30000004;
    localparam WBS_FSM_DONE_ADDR  = 32'h30000008;
    localparam WBS_MEM_MASK       = 32'hFFFF0000;
    localparam WBS_MEM_ADDR       = 32'h30010000;
    localparam DATA_MEM_MASK      = 12'h800;
    localparam DATA_MEM_ADDR      = 12'h000;
    localparam TEXT_MEM_MASK      = 12'he00;
    localparam TEXT_MEM_ADDR      = 12'h800;
    typedef enum logic [2:0] {
        STANDBY    = 3'd0,
        MEM_READ1  = 3'd1,
        MEM_READ2  = 3'd2,
        MEM_READ3  = 3'd3,
        MEM_READ4  = 3'd4,
        MEM_WRITE1 = 3'd5,
        MEM_WRITE2 = 3'd6,
        MEM_WRITE3 = 3'd7
    } wb_ctrl_state_t;
    wb_ctrl_state_t state;
    wb_ctrl_state_t next_state;
    logic                wbs_req;
    logic                wbs_mem_write;
    logic                wbs_mem_read;
    logic                mem_rdata_shift;
    logic                mem_wdata_shift;
    logic                wbs_fsm_done_rd;
    logic         [31:0] wbs_adr_r1;
    logic         [31:0] wbs_adr_r2;
    logic [DATAPATH-1:0] mem_write_data;
    logic [DATAPATH-1:0] mem_write_data_shifted;
    logic [DATAPATH-1:0] mem_read_data;
    logic [DATAPATH-1:0] mem_read_data_shifted;
    assign wbs_req         = wbs_stb_i & wbs_cyc_i;
    assign wbs_mem_write   = wbs_req & wbs_we_i;
    assign wbs_mem_read    = wbs_req & !wbs_we_i;
    assign wbs_fsm_done_rd = (wbs_adr_r1 == WBS_FSM_DONE_ADDR);
    always_ff @(posedge wb_clk_i) begin
        if (wb_rst_i) state <= STANDBY;
        else          state <= next_state;
    end
    always_comb begin
        next_state      = state;
        wbs_mem_we      = 0;
        wbs_mem_re      = 0;
        wbs_mem_addr    = 0;
        wbs_ack_o       = 0;
        mem_wdata_shift = 0;
        mem_rdata_shift = 0;
        case (state)
            STANDBY: begin
                if (wbs_mem_write & ((wbs_adr_i & WBS_MEM_MASK) == WBS_MEM_ADDR))
                    next_state  = MEM_WRITE1;
                else if (wbs_mem_write)
                    next_state  = MEM_WRITE3;
                if (wbs_mem_read & ((wbs_adr_i & WBS_MEM_MASK) == WBS_MEM_ADDR))
                    next_state  = MEM_READ1;
                else if (wbs_mem_read)
                    next_state  = MEM_READ4;
            end
            MEM_READ1: begin
                next_state      = MEM_READ2;
                wbs_mem_re      = 1;
                wbs_mem_addr    = wbs_adr_r1[13:2];
            end
            MEM_READ2: begin
                next_state      = MEM_READ3;
            end
            MEM_READ3: begin
                next_state      = MEM_READ4;
                mem_rdata_shift = 1;
            end
            MEM_READ4: begin
                next_state      = STANDBY;
                wbs_ack_o       = 1'b1;
            end
            MEM_WRITE1: begin
                next_state      = MEM_WRITE2;
                mem_wdata_shift = 1;
            end
            MEM_WRITE2: begin
                next_state      = STANDBY;
                wbs_mem_we      = 1;
                wbs_mem_addr    = wbs_adr_r2[13:2];
                wbs_ack_o       = 1'b1;
            end
            MEM_WRITE3: begin
                next_state      = STANDBY;
                wbs_ack_o       = 1'b1;
            end
        endcase
    end
    always_ff @(posedge wb_clk_i) begin
        if (wb_rst_i)
            wbs_debug <= 0;
        else if (wbs_mem_write & (wbs_adr_i == WBS_DEBUG_ADDR))
            wbs_debug <= wbs_dat_i[0];
    end
    always_ff @(posedge wb_clk_i) begin
        if (wb_rst_i)
            wbs_fsm_start <= 0;
        else if (wbs_mem_write & (wbs_adr_i == WBS_FSM_START_ADDR))
            wbs_fsm_start <= wbs_dat_i[0];
        else
            wbs_fsm_start <= 0;
    end
    always_ff @(posedge wb_clk_i) begin
        if (wb_rst_i)
            mem_write_data <= 32'b0;
        else if (wbs_mem_write && ((wbs_adr_i & WBS_MEM_MASK) == WBS_MEM_ADDR))
            mem_write_data <= wbs_dat_i;
    end
    always_ff @(posedge wb_clk_i) begin
        if (wb_rst_i)
            mem_write_data_shifted <= 32'b0;
        else if (mem_wdata_shift & ((wbs_adr_r1[13:2] & DATA_MEM_MASK) == DATA_MEM_ADDR))
            mem_write_data_shifted <= mem_write_data << {wbs_adr_r1[4:2], 5'b0};
        else if (mem_wdata_shift)
            mem_write_data_shifted <= mem_write_data;
    end
    always_ff @(posedge wb_clk_i) begin
        if (wb_rst_i)
            mem_read_data <= 32'b0;
        else if (state == MEM_READ2)
            mem_read_data <= wbs_mem_rdata;
    end
    always_ff @(posedge wb_clk_i) begin
        if (wb_rst_i)
            mem_read_data_shifted <= 32'b0;
        else if (mem_rdata_shift & ((wbs_adr_r2[13:2] & DATA_MEM_MASK) == DATA_MEM_ADDR))
            mem_read_data_shifted <= mem_read_data >> {wbs_adr_r2[4:2], 5'b0};
        else if (mem_rdata_shift)
            mem_read_data_shifted <= mem_read_data;
    end
    always_ff @(posedge wb_clk_i) begin
        if (wb_rst_i) begin
            wbs_adr_r1 <= 0;
            wbs_adr_r2 <= 0;
        end else begin
            wbs_adr_r1 <= wbs_adr_i;
            wbs_adr_r2 <= wbs_adr_r1;
        end
    end
    assign wbs_mem_wdata = mem_write_data_shifted;
    assign wbs_dat_o     = wbs_fsm_done_rd ? wbs_fsm_done : mem_read_data_shifted;
endmodule

===== flow/run.sh =====
#!/bin/bash
# OpenROAD 26Q1-2900-gdf79404cd8, Yosys 0.63+post, stock flow scripts
make -C /OpenROAD-flow-scripts/flow DESIGN_CONFIG=/design/flow/config.mk WORK_HOME=/design/flow/orfs finish

===== flow/config.mk =====
export PLATFORM = sky130hd
export DESIGN_NAME = wishbone_ctl
export DESIGN_NICKNAME = wishbone_ctl
export VERILOG_FILES = /design/flow/design.v
export SDC_FILE = /design/flow/constraint.sdc
export NUM_CORES = 4
export LEC_CHECK = 1
export CORE_UTILIZATION = 40

===== flow/constraint.sdc =====
current_design wishbone_ctl

set clk_period 31.4
set clk_io_pct 0.2

create_clock -name clk0 -period $clk_period [get_ports {wb_clk_i}]

set non_clock_inputs [all_inputs -no_clocks]
set_input_delay [expr $clk_period * $clk_io_pct] -clock clk0 $non_clock_inputs
set_output_delay [expr $clk_period * $clk_io_pct] -clock clk0 [all_outputs]

==> out/qor.csv <==
metric,value,unit
Slew Limit Fails,0,
Logic family by area,multiplexers,
Top cell area share,0.475,
Chip Width,260,um
post-CTS setup buffers,0,
Area after DPL,33000,um^2
adder share,0,
worst vdd ir,0.0000385,V
number of placement rows,94,
simple share,0.159,
ranking of synthesized cells by area,"dfxtp_1, mux2i_1, nor2_1",
largest net degree at the start of global routing,157,
all-layer global routing usage,0.268,
crit path cell chain,clkdlybuf4s50_1 > mux2_2 > clkdlybuf4s50_1,
Internal,0.00137,W
Flops after synth,630,
R2R cell count,6,
max_cap viols,0,
CTS H-tree lvls,3,
xor/xnor cell area share of the yosys netlist,0,
gr ovfl total,0,
Async SR Flop Fraction,0,
chip footprint,67300,um^2
clk sinks,630,
mapped cell area,26500,um^2
sequential power share,0.454,
Synth Seq Share,0.475,
Crit. End Element,output port,
cts repair resizes,0,
RSZ-0062 raised after global routing,no,
initial antenna violation count,29,
final wirelength,89.2,mm
fp util,0.404,
most frequent CP cell,clkdlybuf4s50_1,
first-pass GRT wire length,133,mm
PnR Total Power,0.00177,W
CP max stage cell,clkdlybuf4s50_1,
LEAKAGE,11.6,nW
hpwl dp,58.6,mm
number of remaining DRC errors,0,
status,finished clean,
worst r2r src,state[3]$_DFF_P_,
Hold Crit Class,flop to flop,
Die Y,260,um
AO/OA Area Share,0.148,
Core Area,65600,um^2
combinational power share,0.059,
most area-hungry cell type in the Yosys netlist,dfxtp_1,
CP max stage delay,0.40,ns
drt initial violations,1960,
crit path launch type,input pin,
syn_area_per_cell,9.14,um^2
CP arrival,7.33,ns
Clk Tree Root Cell,clkbuf_16,
"Req. time, crit path",25.12,ns
setup violators final,0,
drt wl/cell,20.8,um
Crit Path Max Fanout,1,
WHS Endpoint,mem_read_data_shifted[8]$_SDFFE_PP0P_,
Ports,635,
reg2reg setup slack,27.61,ns
port bufs,630,
Hold Startpoint,mem_read_data_shifted[8]$_SDFFE_PP0P_,
DR vias,22600,
Late-Pin Clk Latency,0.61,ns
P&R area growth vs syn,33.7,%
DR pass1 iterations,5,
post-synth tally of flip-flops with integrated enable,0,
clock-pin slew on the worst setup and hold paths,0.06,ns
tool warning count,32,
CTS max path bufs,3,
Sw Ratio,0.226,
Cell variety after synth,39,
Detail Route Antenna Nets,0,
Clock power frac,0.486,
fmax,73.5,MHz
CTS tree,built,
max_slew headroom,0.396,
Worst-Margin Slew,0.907,ns
area fraction in mux cells,0.166,
Worst R2R End,mem_write_data_shifted[211]$_SDFFE_PP0P_,
Final Hold Violation Tally,0,
TritonCTS buffer count,71,
design area,35500,um^2
Hold Path Depth,2,
layout cells sized above 1,0.0811,
Setup TNS,0,ns
vias in the first global route,21500,
vias per cell,5.28,
number of cells in Yosys stat,2903,
Worst Clk Skew,0.0181,ns
final worst-path cycle share,0.434,
top post-synthesis cells by count,"dfxtp_1, nor2_1, nand2_1",
most used flip-flop cell,dfxtp_1,
Syn Inst Count,2903,
yosys stat area,26500,um^2
most frequent cell after synthesis,dfxtp_1,
gpl congestion,0.890,
power per cell area,50.0,nW/um^2
Ys Warns,1,
Switching Power,0.000401,W
Hold Buf Count CTS,0,
Setup CP Type,input pin to output port,
crit path time final,13.61,ns
## final cells by class
cell class / instances / area, um^2
diodes: 12 / 30.0
inverters: 3 / 11.3
clock buffers: 111 / 2190
repair buffers: 672 / 6630
clock inverters: 20 / 239
multi-input cells: 1968 / 12700
well taps: 864 / 1080
fillers: 5648 / 30200
flip-flops and latches: 630 / 12600
## power by group through the flow
stage / clock, W / sequential (W) / combinational [W]
final: 0.000863 / 0.000806 / 0.000105
after global routing: 0.000910 / 0.000806 / 0.000112
after CTS: 0.000878 / 0.000806 / 0.000106
## critical path: cells and delay by family
kind                   cells  cell delay [ns]
buffers and inverters      2             0.79
multiplexers               1             0.26
## worst max-delay path by stage
stage | start | to | slack [ns] | depth (start not counted)
6_report | wbs_fsm_done | wbs_dat_o[0] | 17.79 | 3
5_1_grt | wbs_fsm_done | wbs_dat_o[0] | 17.74 | 3
4_1_cts | wbs_fsm_done | wbs_dat_o[0] | 17.79 | 3
## logic make-up (layout without fill, tap and decap cells)
kind of cell / after synthesis / count (layout)
AND-OR/OR-AND: 623 / 623
flip-flops: 630 / 630
buffers and inverters: 305 / 806
other: 0 / 12
multiplexers: 355 / 355
AND/OR/NAND/NOR: 990 / 990
## placed cells by master (no fill, tap or decap), types with 5 or more instances in the layout
| cell | instances |
|---|---|
| dfxtp_1 | 625 |
| mux2_2 | 33 |
| nand2b_1 | 36 |
| o21ai_0 | 236 |
| clkinv_2 | 11 |
| o211ai_1 | 33 |
| nor2_1 | 518 |
| nor4_1 | 11 |
| clkbuf_8 | 18 |
| nor2b_1 | 78 |
| diode_2 | 12 |
| mux2i_1 | 258 |
| clkbuf_16 | 75 |
| nand2_1 | 283 |
| o31ai_1 | 31 |
| clkbuf_1 | 18 |
| o21a_1 | 224 |
| nand4_1 | 35 |
| a21oi_1 | 64 |
| a22oi_1 | 32 |
| clkdlybuf4s50_1 | 628 |
| buf_4 | 41 |
| bufinv_16 | 5 |
| mux4_2 | 64 |
## stage by stage
stage,worst slack [ns],cells,util,hold WS (ns)
3_5_place_dp,17.79,4137,0.503,0.442
6_report,17.79,4280,0.540,0.448
4_1_cts,17.79,4268,0.540,0.450
5_1_grt,17.74,4278,0.540,0.466
3_3_place_gp,17.78,4137,0.503,0.438
2_1_floorplan,18.62,2903,-,0.427
## routing by layer
layer	global-route usage	vias to the layer above	part of all wire
met2	0.425	752	0.48
met5	0	-	0.0026
met4	0.0724	36	0.029
met1	0.360	10800	0.40
met3	0.0895	180	0.087
li1	-	10800	-
## sequential cells by signal, indices dropped and copies added (netlist names)
register and flops:
mem_read_data 256, mem_write_data_shifted 256, mem_read_data_shifted 32, mem_write_data 32, wbs_adr_r1 32, wbs_adr_r2 12
state 8, wbs_debug 1, wbs_fsm_start 1
No activity file was given, so power comes from the tool's default toggle rates.
