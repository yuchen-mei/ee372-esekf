<file path="design/flow/run.sh">
#!/bin/bash
# OpenROAD 26Q1-2900-gdf79404cd8, Yosys 0.63+post, stock flow scripts
make -C /OpenROAD-flow-scripts/flow DESIGN_CONFIG=/design/flow/config.mk WORK_HOME=/design/flow/orfs finish
</file>
<file path="design/flow/config.mk">
export PLATFORM = sky130hd
export DESIGN_NAME = controller
export DESIGN_NICKNAME = controller
export VERILOG_FILES = /design/flow/design.v
export SDC_FILE = /design/flow/constraint.sdc
export NUM_CORES = 4
export LEC_CHECK = 1
export CORE_UTILIZATION = 50
</file>
<file path="design/flow/constraint.sdc">
current_design controller

set clk_period 12.2
set clk_io_pct 0.2

create_clock -name clk0 -period $clk_period [get_ports {clk}]

set non_clock_inputs [all_inputs -no_clocks]
set_input_delay [expr $clk_period * $clk_io_pct] -clock clk0 $non_clock_inputs
set_output_delay [expr $clk_period * $clk_io_pct] -clock clk0 [all_outputs]
</file>
<file path="design/flow/design.v">
module controller #(
    parameter INPUT_FIFO_WIDTH     = 16,
    parameter ADDR_WIDTH           = 12,
    parameter INSTR_MEM_ADDR_WIDTH = 8,
    parameter DATA_MEM_ADDR_WIDTH  = 12,
    parameter NUM_CONFIGS          = 5,
    parameter CONFIG_DATA_WIDTH    = 16,
    parameter CONFIG_ADDR_WIDTH    = $clog2(NUM_CONFIGS)
) (
    input  logic                            clk,
    input  logic                            rst_n,
    input  logic                            wbs_debug,
    input  logic                            wbs_fsm_start,
    output logic                            wbs_fsm_done,
    input  logic     [INPUT_FIFO_WIDTH-1:0] params_fifo_dout,
    output logic                            params_fifo_deq,
    input  logic                            params_fifo_empty_n,
    input  logic                            instr_wen,
    input  logic                            input_wen,
    input  logic                            output_wb_ren,
    output logic                            instr_full_n,
    output logic                            input_full_n,
    output logic                            output_empty_n,
    output logic [INSTR_MEM_ADDR_WIDTH-1:0] instr_wadr,
    output logic  [DATA_MEM_ADDR_WIDTH-1:0] input_wadr,
    output logic  [DATA_MEM_ADDR_WIDTH-1:0] output_wb_radr,
    input  logic           [ADDR_WIDTH-1:0] mem_addr,
    input  logic                            mem_read,
    input  logic                            mem_write,
    output logic                            mat_inv_en,
    input  logic                            mat_inv_out_vld,
    output logic                            mvp_core_en
);
    localparam IO_ADDR     = 12'ha00;
    localparam INVMAT_ADDR = 12'ha02;
    logic [CONFIG_DATA_WIDTH-1:0] config_r[NUM_CONFIGS-1:0];
    logic        [ADDR_WIDTH-1:0] instr_max_wadr_c;
    logic        [ADDR_WIDTH-1:0] input_max_wadr_c;
    logic        [ADDR_WIDTH-1:0] input_wadr_offset;
    logic        [ADDR_WIDTH-1:0] output_max_adr_c;
    logic        [ADDR_WIDTH-1:0] output_radr_offset;
    logic      [2-1:0] state_r;
    logic [CONFIG_ADDR_WIDTH-1:0] config_adr_r;
    logic        [ADDR_WIDTH-1:0] instr_wadr_r;
    logic        [ADDR_WIDTH-1:0] input_wadr_r;
    logic        [ADDR_WIDTH-1:0] output_wbadr_r;
    assign instr_wadr     = instr_wadr_r;
    assign input_wadr     = input_wadr_r[3+:DATA_MEM_ADDR_WIDTH];
    assign output_wb_radr = output_wbadr_r[3+:DATA_MEM_ADDR_WIDTH];
    assign params_fifo_deq = ~wbs_debug & (state_r == 0            ) & params_fifo_empty_n;
    assign instr_full_n    = ~wbs_debug & (state_r == 1    ) & (instr_wadr_r <= instr_max_wadr_c);
    assign input_full_n    = ~wbs_debug & (state_r == 3) & (input_wadr_r <= input_wadr_offset + input_max_wadr_c);
    assign output_empty_n  = ~wbs_debug & (state_r == 3) & (output_wbadr_r <= output_radr_offset + output_max_adr_c);
    assign wbs_fsm_done = (state_r == 3);
    always @(posedge clk) begin
        if (~rst_n) begin
            state_r        <= 0;
            config_adr_r   <= 0;
            instr_wadr_r   <= 0;
            input_wadr_r   <= 0;
            output_wbadr_r <= 0;
            mat_inv_en     <= 0;
            mvp_core_en    <= 0;
        end
        else begin
            if (state_r == 0) begin
                if (params_fifo_empty_n) begin
                    config_r[config_adr_r] <= params_fifo_dout;
                    config_adr_r <= config_adr_r + 1;
                    if (config_adr_r == NUM_CONFIGS - 1) begin
                        state_r <= 1; 
                    end
                end
                if (wbs_debug && wbs_fsm_start) begin
                    state_r     <= 2;
                    mvp_core_en <= 1;
                end
            end
            else if (state_r == 1) begin
                instr_wadr_r    <= (instr_wen && instr_wadr_r <= instr_max_wadr_c) ? 
                    instr_wadr_r + 1 : instr_wadr_r;
                if (instr_wadr_r == instr_max_wadr_c + 1) begin
                    state_r     <= 2;
                    mvp_core_en <= 1;
                end
            end
            else if (state_r == 2) begin
                if (mem_write && (mem_addr == IO_ADDR)) begin
                    state_r        <= 3;
                    mvp_core_en    <= 0;
                    input_wadr_r   <= input_wadr_offset;
                    output_wbadr_r <= output_radr_offset;
                end
                else if (mem_write && (mem_addr == INVMAT_ADDR)) begin
                    mvp_core_en    <= 0;
                    mat_inv_en     <= 1;
                end
                else if (mat_inv_en && mat_inv_out_vld) begin
                    mvp_core_en    <= 1;
                    mat_inv_en     <= 0;
                end
            end
            else if (state_r == 3) begin
                input_wadr_r    <= (input_wen && input_full_n) ? input_wadr_r + 8 : input_wadr_r;
                output_wbadr_r  <= (output_wb_ren && output_empty_n) ? output_wbadr_r + 8 : output_wbadr_r;
                if ((input_wadr_r >= input_wadr_offset + input_max_wadr_c) && 
                    (output_wbadr_r >= output_radr_offset + output_max_adr_c)) begin
                    state_r     <= 2;
                    mvp_core_en <= 1;
                end
                if (wbs_debug && wbs_fsm_start) begin
                    state_r     <= 2;
                    mvp_core_en <= 1;
                end
            end
        end
    end
    assign instr_max_wadr_c   = config_r[0];
    assign input_max_wadr_c   = config_r[1];
    assign input_wadr_offset  = config_r[2];
    assign output_max_adr_c   = config_r[3];
    assign output_radr_offset = config_r[4];
endmodule
</file>
==> results.yml <==
# yosys + openroad results
status:
  outcome: "completed"
synth:
  yosys_area_um2: 6684
  netlist-cell-type-count: 65
  syn_inst: 689
  edf_count: 60
  synth-main-ff-cell: "edfxtp_1"
  syn_area_per_cell_um2: 9.701
  ys_ff: 105
  ys_cells: 689
  ys.warnings.count: 3
  ys_seq_frac: 0.4043
  netlist_area_um2: 6684
  synthArstFlopShare: 0
worst_setup_path:
  worstPathRequired_ns: 9.76
  crit_fanout: 3
  cp-end-kind: "output pin"
  critPathMaxStageDelay_ns: 0.51
  critPathLaunchType: "register"
  arrival_ns: 4.24
  critical_path_class: "reg2out"
  slowest_stage: "a211oi_1"
  crit_chain: "ha_1 > inv_1 > fa_1 > nor2b_1 > o21ai_0 > a21boi_0 > o21ai_0 > a21oi_1 > and4_1 > nor3_1 > ha_1 > nand4_1 > a211oi_1 > nor3_1 > nor2_1 > nor2_1 > clkdlybuf4s50_1"
die:
  fp_util: 0.5212
  ios: 78
  chipArea_um2: 13830
  die_w_um: 117.6
  rows: 41
  fp.dieH_um: 117.6
  coreArea_um2: 12820
global_routing:
  grt_usage: 0.2324
  grt_pass1_wl_um: 24430
  overflow: 0
  grt_max_degree: 56
  grt_pass1_vias: 4632
  antenna_found_initial: 0
sta:
  tightest_slew_ns: 0.8110
  clock-skew-final_ns: 0.01035
  rsz0062_at_grt: "false"
  final_hold_viol_count: 0
  slew_headroom: 0.4573
  clock.fmax_mhz: 149.7
  drv_slew: 0
  final-setup-viol-count: 0
  hold_slack_ns: 0.5083
  min_period_ns: 6.679
  period_used_share: 0.5475
  fin_tns_setup_ns: 0
power_and_ir_drop:
  clkPwrFrac: 0.376
  switching_power_uw: 159.0
  seqPwrFrac: 0.544
  finalPower_uw: 707.2
  switching_share: 0.2248
  p_int_uw: 548.2
  p_leak_nw: 2.837
  power_density_nw_per_um2: 93.35
  ir_drop_uv: 78.59
  combinationalPowerShare: 0.080
final_layout:
  area_growth_pct: 13.35
  n_fill_cell: 1058
  drive_gt1_frac: 0.05184
  stdcell_area_um2: 7576
  final_layout_top_logic_cell: "clkdlybuf4s50_1"
  most-common-layout-cells: "clkdlybuf4s50_1, ha_1, nor2_1"
  fin_cells: 905
routing:
  avgViaCountPerCell: 5.772
  first_iter_violations: 366
  wl_um: 15040
  diodes: 0
  via_count: 5224
  wl_per_cell_um: 16.62
  drc_errors: 0
  drt_pass1_iterations: 7
  drtAntennaViolNets: 0
cts:
  cts_hold_buf: 0
  h-tree-depth: 3
  clock-sinks: 105
  cts_setup_buffers: 0
  cts_buffers: 9
  post_cts_resized: 0
  clock_latency_ns: 0.35
  clk_path_buf_depth: 2
  cts_tree: "yes"
  cts.clk_slew.worst_paths_ns: 0.07
  cts_root_buf: "clkbuf_16"
job:
  tool_warnings: 32
  maxCapViolCount: 0
place:
  portBuffers: 66
  post-place-cells: 889
  placed_cell_area_um2: 7310
  gp_congestion: 0.9123
  dp_hpwl_um: 11170
hold_path:
  hold_class: "reg2reg"
-- flip-flops by register name, summed over array words and instances, names as in the netlist --
signal	count
mvp_core_en	1
state_r	4
config_r	60
instr_wadr_r	12
config_adr_r	3
input_wadr_r	12
mat_inv_en	1
output_wbadr_r	12
-- cell type report --
cell class	count	area (um2)	share of cell area
multi-input cells	501	3527	0.4656
flip-flops and latches	105	2704	0.3569
repair buffers	75	728.2	0.09612
clock buffers	13	250.2	0.03303
well taps	172	215.2	0.02841
inverters	36	135.1	0.01784
clock inverters	3	16.27	0.002147
-- critical path: cells and delay by family, from the launching register on --
family	cells	cell delay (ns)
flip-flops	1	0.36
adder cells (fa/ha/maj)	3	0.87
buffers and inverters	2	0.46
AND/OR/NAND/NOR	7	0.95
AND-OR/OR-AND	5	1.25
-- cells in the mapped netlist (all sizes together) (8+ instances only) --
library cell	count	area share
nor3	16	0.012
nor4	18	0.017
nor2b	9	0.0084
buf	44	0.048
nand4	16	0.015
a22oi	16	0.018
nand2	32	0.018
clkbuf	8	0.0051
edfxtp	60	0.27
a31o	10	0.013
and3	13	0.012
xnor2	19	0.025
xor2	18	0.024
nor2	61	0.034
a21oi	41	0.031
or4	10	0.012
nand3	26	0.019
mux2i	10	0.015
o21ai	24	0.018
dfxtp	45	0.13
ha	64	0.12
o31ai	13	0.015
o211ai	8	0.0090
inv	36	0.020
-- routing by layer --
layer / wire (um) / vias to the layer above / global-route usage
met4: 152 / 0 / 0.02083
met2: 6206 / 160 / 0.3169
li1: - / 2639 / -
met5: 0 / - / 0
met1: 7642 / 2411 / 0.4087
met3: 1038 / 14 / 0.05188
-- power by group through the flow --
stage	logic (mW)	registers, mW	clock network (mW)
CTS	0.0567	0.385	0.272
global route	0.0634	0.385	0.287
finish	0.0565	0.385	0.266
-- metrics by stage --
step / setup WS, ns / utilization
6_report: 5.521 / 0.5907
5_1_grt: 5.219 / 0.5907
4_1_cts: 5.558 / 0.5907
3_5_place_dp: 5.952 / 0.5700
3_3_place_gp: 6.011 / 0.5700
2_1_floorplan: 7.023 / -
-- worst paths after layout --
path / cells past startpoint / slack [ns] / endpoint / startpoint
max: 17 / 5.52 / input_full_n / config_r[2][0]
min: 2 / 0.51 / output_wbadr_r[0] / output_wbadr_r[0]
max reg2reg: 18 / 7.57 / input_wadr_r[9] / config_r[2][0]
min reg2reg: 2 / 0.51 / output_wbadr_r[0] / output_wbadr_r[0]
-- cells by family after synthesis --
group,Yosys count,synth area share
flip-flops,105,0.4043
AND-OR/OR-AND,158,0.1589
other,1,0.0005610
buffers and inverters,88,0.07357
multiplexers,10,0.01498
XOR/XNOR,37,0.04848
adder cells (fa/ha/maj),66,0.1258
AND/OR/NAND/NOR,224,0.1733
No activity file was given, so power comes from the tool's default toggle rates.
